## config.mk

```make
export PLATFORM = sky130hd
export DESIGN_NAME = ALU_TOP
export DESIGN_NICKNAME = ALU_TOP
export VERILOG_FILES = /design/flow/design.v
export SDC_FILE = /design/flow/constraint.sdc
export NUM_CORES = 4
export LEC_CHECK = 1
export CORE_UTILIZATION = 50
```

## constraint.sdc

```tcl
current_design ALU_TOP

set clk_period 1.0
set clk_io_pct 0.2

create_clock -name clk0 -period $clk_period [get_ports {CLK}]

set non_clock_inputs [all_inputs -no_clocks]
set_input_delay [expr $clk_period * $clk_io_pct] -clock clk0 $non_clock_inputs
set_output_delay [expr $clk_period * $clk_io_pct] -clock clk0 [all_outputs]
```

## design.v

```verilog
module ALU_TOP #(parameter Width = 16)
( 
input        [Width-1 :0]                                 A,
input        [Width-1 :0]                                 B,
input        [3:0]                                        ALU_FUN,
input                                                     CLK,
input                                                     RST,
output       [Width-1 :0]                                 Arith_OUT,
output                                                    Arith_Flag,
output                                                    Carry_OUT,
output       [Width-1 :0]                                 Logic_Out,
output                                                    Logic_Flag,
output       [Width-1 :0]                                 CMP_OUT,
output                                                    CMP_Flag,
output                                                    Shift_Flag,
output       [Width-1 :0]                                 Shift_OUT
);
wire      Shift_Enable,Logic_Enable,Arith_Enable,CMP_Enable;
Decoder DUT1 (
.ALU_FUN(ALU_FUN[3:2]),
.Logic_Enable(Logic_Enable),
.Shift_Enable(Shift_Enable),
.Arith_Enable(Arith_Enable),
.CMP_Enable(CMP_Enable)
);
Arith_Unit DUT2 (
.A(A),
.B(B),
.CLK(CLK),
.RST(RST),
.ALU_FUN(ALU_FUN[1:0]),
.Arith_Enable(Arith_Enable),
.Arith_OUT(Arith_OUT),
.Carry_OUT(Carry_OUT),
.Arith_Flag(Arith_Flag)
);
Logic_Unit DUT3 (
.A(A),
.B(B),
.CLK(CLK),
.RST(RST),
.ALU_FUN(ALU_FUN[1:0]),
.Logic_Enable(Logic_Enable),
.Logic_Flag(Logic_Flag),
.Logic_OUT(Logic_OUT)
);
CMP_Unit DUT4 (
.A(A),
.B(B),
.CLK(CLK),
.RST(RST),
.ALU_FUN(ALU_FUN[1:0]),
.CMP_Enable(CMP_Enable),
.CMP_Flag(CMP_Flag),
.CMP_OUT(CMP_OUT)
);
Shift_Unit DUT5(
.A(A),
.B(B),
.CLK(CLK),
.RST(RST),
.ALU_FUN(ALU_FUN[1:0]),
.Shift_Enable(Shift_Enable),
.Shift_Flag(Shift_Flag),
.Shift_OUT(Shift_OUT)
);
endmodule 
module Arith_Unit #(parameter Width = 16)
(
input     [Width-1 :0]                 A,
input     [Width-1 :0]                 B,
input                                  CLK,
input                                  RST,
input       [1:0]                      ALU_FUN,
input                                  Arith_Enable,
output      reg[Width-1 :0]            Arith_OUT,
output      reg                        Carry_OUT,
output      reg                        Arith_Flag
);
wire                         High; 
wire                         LOW;
reg   [Width-1 :0]           Arith_OUT_R;
reg                          Arith_Flag_R;
reg   [Width-1: 0]           Carry_OUT_R;
always @(*) 
 begin
  if (Arith_Enable)  
   begin 
            Arith_Flag_R = High;
	  case (ALU_FUN)
			   2'b00 :                                       
			   begin 
			   {Carry_OUT_R , Arith_OUT_R} = A + B;
			   end
			   2'b01 :                                      
			   begin 
			   Arith_OUT_R = A - B;
			   end
			   2'b10 :                                      
			   begin
			   Arith_OUT_R = A * B ;
			   end
			   2'b11 :                                     
			   begin
			   Arith_OUT_R = A / B ;
			   end
		endcase 
	end
   else 
    begin
	  Arith_OUT_R= 16'b0;	
	end	
end 	
always @(posedge CLK or negedge RST)                 
 begin 
	 if (!RST)
	  begin
	    Arith_OUT <= 16'b0;
	    Arith_Flag <= 1'b0;
		Carry_OUT <= 1'b0;
	  end
	 else 
	  begin
	    Arith_OUT <= Arith_OUT_R;
 	    Arith_Flag <= Arith_Flag_R;
		Carry_OUT <= Carry_OUT_R - Arith_OUT_R;
	  end
 end
assign High = 1'b1;
assign LOW = 1'b0;
endmodule   
module CMP_Unit #(parameter Width = 16)
(
input       [Width-1 :0]               A,
input       [Width-1 :0]               B,
input                                  CLK,
input       [1:0]                      ALU_FUN,
input                                  RST,
input                                  CMP_Enable,
output      reg                        CMP_Flag,
output      reg[Width-1 :0]            CMP_OUT
);
wire                         High; 
wire                         LOW;
reg   [Width-1 :0]           CMP_OUT_R;
reg                          CMP_Flag_R;
always @(*)               
 begin 
  if (CMP_Enable)
   begin
               CMP_Flag_R = High;
	  case (ALU_FUN)
			   2'b00 : 
			   begin                                   
				 CMP_OUT_R = 16'b0000;
				 end
			   2'b01 : 
			   begin 
				if (A == B)                                      
				 CMP_OUT_R = 16'b0001;
				 end
			   2'b10 :                                        
			   begin 
				if ( A > B)
				 CMP_OUT_R = 16'b0010;
				 end
			   2'b11 :                                       
			   begin
				if (A < B)
				 CMP_OUT_R = 16'b0011;
				 end
		endcase 
	end
  else
   begin
    CMP_OUT_R = 16'b0;
  end	
end 	
always @ (posedge CLK or negedge RST)                 
begin 
 if (!RST)
  begin
  CMP_OUT <= 16'b0;
  CMP_Flag <= 1'b0;
  end
 else
  begin 
  CMP_OUT <= CMP_OUT_R;
  CMP_Flag <= CMP_Flag_R;
  end
end
assign High = 1'b1;
assign LOW = 1'b0;
endmodule   
module Decoder(
input       [3:2]            ALU_FUN,
output      reg              Logic_Enable,
output      reg              Shift_Enable,
output      reg              Arith_Enable,
output      reg              CMP_Enable
);
always @(*)               
 begin 
  case (ALU_FUN)
		   2'b00 : 
		   begin 
		    Arith_Enable = 1'b1;
			Shift_Enable = 1'b0;
			Logic_Enable = 1'b0;
			CMP_Enable = 1'b0;
		   end
		   2'b01 :                                       
		   begin 
		    Arith_Enable = 1'b0;
			Shift_Enable = 1'b0;
			Logic_Enable = 1'b1;
			CMP_Enable = 1'b0;
		   end
		   2'b10 :                                       
		   begin 
		    Arith_Enable = 1'b0;
			Shift_Enable = 1'b0;
			Logic_Enable = 1'b0;
			CMP_Enable = 1'b1;
		   end
		   2'b11 :                                       
		   begin 
		    Arith_Enable = 1'b0;
			Shift_Enable = 1'b1;
			Logic_Enable = 1'b0;
			CMP_Enable = 1'b0;
		   end
	endcase 
end 	
endmodule
module Logic_Unit  #(parameter Width = 16)
(
input       [Width-1 :0]               A,
input       [Width-1 :0]               B,
input                                  CLK,
input       [1:0]                      ALU_FUN,
input                                  RST,
input                                  Logic_Enable,
output      reg                        Logic_Flag,
output      reg[Width-1 :0]            Logic_OUT
);
wire                         High; 
wire                         LOW;
reg    [Width-1 :0]          Logic_OUT_R;
reg                          Logic_Flag_R;
always @(*)               
 begin 
  if (Logic_Enable)
   begin
               Logic_Flag_R = High;
	  case (ALU_FUN)
			   2'b00 :                                       
			   begin
			   Logic_OUT_R = A & B;
			   end
			   2'b01 :                                       
			   begin
			   Logic_OUT_R = A | B;
			   end
			   2'b10 :                                       
			   begin
			   Logic_OUT_R = ~(A & B);
			   end
			   2'b11 :                                        
			   begin
			   Logic_OUT_R = ~(A | B);
			   end
		endcase
     end	
	else		
	 begin
	 Logic_OUT_R = 16'b0;
	 end
end 	
always @ (posedge CLK or negedge RST)                 
 begin 
 if (!RST)
  begin
  Logic_OUT <= 16'b0;
  Logic_Flag <= 1'b0;
  end
 else
  begin 
  Logic_OUT <= Logic_OUT_R;
  Logic_Flag <= Logic_Flag_R;
  end
end
assign High = 1'b1;
assign LOW = 1'b0;
endmodule   
module Shift_Unit #(parameter Width = 16)
(
input       [Width-1 :0]                  A,
input       [Width-1 :0]                  B,
input                                     CLK,
input       [1:0]                         ALU_FUN,
input                                     RST,
input                                     Shift_Enable,
output      reg                           Shift_Flag,
output      reg[Width-1 :0]               Shift_OUT
);
wire                         High; 
wire                         LOW;
reg   [Width-1 :0]           Shift_OUT_R;
reg                          Shift_Flag_R;
always @(*)               
 begin 
  if (Shift_Enable)
   begin
              Shift_Flag_R = High;
	  case (ALU_FUN)
			   2'b00 :                                        
			   begin 
			   Shift_OUT_R = A >> 16'b0001;
			   end
			   2'b01 :                                        
			   begin
			   Shift_OUT_R = A << 16'b0001;
			   end
			   2'b10 :                                        
			   begin 
			   Shift_OUT_R = B >> 16'b0001;
			   end
			   2'b11 :                                        
			   begin
			   Shift_OUT_R = B << 16'b0001;
			   end
		endcase 
	end
  else
   begin 
     Shift_OUT_R = 16'b0;
  end	 
end 	
always @ (posedge CLK or negedge RST)                 
 begin 
  if (!RST)
   begin 
  Shift_OUT <= 16'b0;
  Shift_Flag <= 1'b0;
   end
  else
   begin  
  Shift_OUT <= Shift_OUT_R;
  Shift_Flag <= Shift_Flag_R;
  end
end
assign High = 1'b1;
assign LOW = 1'b0;
endmodule   
```

## run.sh

```bash
#!/bin/bash
# OpenROAD 26Q1-2900-gdf79404cd8, Yosys 0.63+post, stock flow scripts
make -C /OpenROAD-flow-scripts/flow DESIGN_CONFIG=/design/flow/config.mk WORK_HOME=/design/flow/orfs finish
```

==> reports/qor.txt <==
Outcome = finished with violations
Failing checks = negative hold slack, negative setup slack
Ys cells = 1,854
Initial DRC count = 1,117
Total GRT Usage = 0.3871
CTS H-tree lvls = 2
Crit-path slowest cell = or4b_4
Area delta synth->final = 62.66%
Core Density at Floorplan = 0.5079
Top cells by area = ha_1 19%, fa_1 11%, dfrtp_1 6.2%
Minimum hold slack = -0.1179 ns
Initial antenna violation count = 1
Data required time at the worst endpoint = 1.15 ns
Register pins left without a clock = 3
First-pass GRT wire length = 87,710 um
Top Layout Cells = 638 x buf_4, 189 x nand2_1, 164 x ha_1
Yosys reg bits = 39
FILL cells = 1,666
Core box area = 28,700 sq um
IO Port Bufs = 76
Die ar. = 29,840 sq um
Final WL = 59,040 um
Most common cell on crit path = ha_4
CTS buffer count = 5
RSZ-0062 raised after global routing = true
Yosys chip area = 14,580 sq um
DIE HEIGHT = 172.8 um
Clock share of power = 0.044
Synthesized area per cell = 7.864 sq um
Max-cap violations = 0
Internal power = 17.12 mW
Total gr overflow = 0
Final Hold Viols = 36
Worst hold path type = primary input to asynchronous set/reset pin
Crit share post-route = 23.19
Setup WS post-layout = -22.19 ns
LEAKAGE = 11.54 nW
Synthesized area = 14,580 sq um
Max-area cell share = 0.1914
Kind of critical path = primary input to flip-flop
Rel. slew slack = 0.6012
Distinct lib cells = 100
Mapped Cells = 1,854
Crit path max fanout = 7
EDFF count, synth = 0
Async SR Flop Fraction = 0.9231
Power, Total = 31.44 mW
Psw = 14.31 mW
Crit path launch type = primary input
Dominant logic cell type in the layout = buf_4
Slew @ Worst Pin = 0.5905 ns
Layout cells sized above 1 = 0.4620
Worst Path Arrival = 23.34 ns
Wirelength per Cell = 19.75 um
Die X = 172.8 um
Vias = 17,058
DP Wirelength = 42,880 um
Vias in the first global route = 16,271
Fmax = 43.13 MHz
Worst vdd ir = 4.199 mV
Sequential power share = 0.053
Largest net degree at the start of global routing = 37
CTS tree = built
GP Congestion = 0.9838
PwrDens = 1326 nW/um^2
Switching portion of total power = 0.4553
Via/cell ratio = 5.707
Slew Limit Fails = 0
Endpoints left unconstrained = 5
Endpoint type of the worst setup path = flip-flop
Row cnt = 62
Comb power frac = 0.902
Worst-path clk slew = 0.05 ns
ANT nets after route = 0
Top Ports = 107
CTS Buffer Depth = 2
Synth Flop Type = dfrtp_1
Yosys synthesis warning count = 23
Log Warnings = 52
1st-pass router iterations = 5
Residual DRC = 0
Root buf cell = clkbuf_16
Util after Layout = 0.8262
Min cycle time layout = 23.19 ns
Final setup viols = 32
Synth area leader = ha_1
Max stage delay on crit path = 0.48 ns
registers in the layout, summed over array words and instances (netlist names):
register	count
DUT2.Arith_OUT	16
DUT4.CMP_OUT	2
DUT2.Carry_OUT	1
DUT5.Shift_OUT	16
DUT2.Carry_OUT_R	1
DUT3.Logic_Flag	1
DUT4.CMP_OUT_R	2
Yosys cell counts, types with 8 or more instances:
cell      count
mux2_2       25
mux4_2       12
nand3_1      33
nor2_1      135
nor4_1       11
mux2i_1      14
a21boi_0      8
a21oi_1     107
o211ai_1     34
fa_1         82
clkbuf_1     62
ha_1        223
or2_2        14
o211a_1      14
o21ai_0      60
nor2b_1      16
and3_1       16
nand4_1      10
xnor2_1      73
nor3_1       46
xor2_1       53
o31a_1        8
and2_1       43
a211oi_1     11
buf_4        38
a31oi_1      20
o31ai_1      15
nand2_1     206
o21a_1       29
or3_1        17
o21bai_1     11
a21o_1       39
dfrtp_1      36
nand2b_1     15
inv_1       171
routing by layer:
layer  GRT usage  routed length, um  vias to the layer above
met4      0.1187               2374                        0
met1      0.5411              24610                     8088
met3     0.09915               6160                      151
li1            -                  -                     7997
met5    0.009615                  0                        -
met2      0.5986              25890                      822
through the flow:
step	std cells	area, sq um	TNS, ns	setup WS (ns)
2_1_floorplan	1883	15460	-202.04	-22.42
3_3_place_gp	2817	20310	-225.34	-23.17
3_5_place_dp	2817	20310	-228.65	-23.56
4_1_cts	2937	22370	-196.14	-21.71
5_1_grt	2988	23710	-208.68	-23.15
6_report	2989	23710	-199.86	-22.19
worst max-delay path: cells and delay by family:
| kind | cells | cell delay [ns] |
|---|---|---|
| mux | 3 | 0.94 |
| buf+inv | 14 | 1.79 |
| xor+xnor | 1 | 0.16 |
| simple gates | 27 | 4.67 |
| fa+ha+maj | 16 | 4.44 |
| compound gates | 60 | 11.07 |
power groups by stage:
| stage | Sequential (mW) | Combinational [mW] | Clock (mW) |
|---|---|---|---|
| final | 1.68 | 28.4 | 1.39 |
| after global routing | 1.69 | 30.7 | 1.49 |
| after CTS | 1.68 | 25.9 | 1.43 |
cell type report:
class,count,area (sq um),share of cell area
diodes,1,2.502,0.0001055
clock buffers,6,128.9,0.005435
clock inverters,1,5.005,0.0002110
inverters,174,669.4,0.02823
multi-input cells,1559,14510,0.6118
flip-flops and latches,39,945.9,0.03989
well taps,384,480.5,0.02026
repair buffers,825,6973,0.2940
kinds of logic (layout without fill, tap and decap cells):
family | Yosys count | after routing | share of synthesized area
fa+ha+maj | 305 | 305 | 0.3040
latches | 3 | 3 | 0.003089
other cells | 2 | 32 | 0.0005151
simple gates | 595 | 596 | 0.1963
flops | 36 | 36 | 0.06179
compound gates | 446 | 446 | 0.2190
xor+xnor | 126 | 126 | 0.07570
mux | 55 | 55 | 0.05390
buf+inv | 286 | 1006 | 0.08574
worst max path at each step:
stage | slack (ns) | startpoint | cells after the start | endpoint
finish | -22.19 | B[0] | 121 | DUT2.Carry_OUT
global route | -23.15 | B[0] | 120 | DUT2.Carry_OUT
CTS | -21.71 | B[13] | 115 | DUT2.Carry_OUT
what timing repair did:
action | 4_1_cts | 5_1_grt
pin swaps | 154 | 113
setup buffers | 111 | 53
endpoints found under the setup margin | 72 | 48
endpoints found under the hold margin | 36 | 36
gates cloned | 4 | 1
gates resized | 520 | 254
Power and IR drop assume default switching activity.
